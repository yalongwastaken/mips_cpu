==> flow/design.v <==
`timescale 1ns/10ps
module alu(
    input wire [7:0] a,
    input wire [7:0] b,
    input wire [2:0] alucont,        
    output reg [7:0] aluout,         
    output reg zero                  
);
    reg [7:0] b2;
    reg [7:0] sum;
    reg [7:0] slt;
    always @(*) begin
        b2 = alucont[2] ? ~b : b;
        sum = a + b2 + alucont[2];
        slt = (sum[7]) ? 8'b1 : 8'b0;
        case (alucont[1:0])
            2'b00: aluout = a & b;        
            2'b01: aluout = a | b;        
            2'b10: aluout = sum;          
            2'b11: aluout = slt;          
        endcase
        zero = (aluout == 8'b0);
    end
endmodule
`timescale 1ns/10ps
module alucontrol(
    input wire [1:0] aluop,
    input wire [5:0] funct,
    output reg [2:0] alucont
);
    always @(*) begin
        case (aluop)
            2'b00: alucont <= 3'b010;  
            2'b01: alucont <= 3'b110;  
            default: begin
                case (funct)
                    6'b100000: alucont <= 3'b010;  
                    6'b100010: alucont <= 3'b110;  
                    6'b100100: alucont <= 3'b000;  
                    6'b100101: alucont <= 3'b001;  
                    6'b101010: alucont <= 3'b111;  
                    default:   alucont <= 3'bxxx;  
                endcase
            end
        endcase
    end
endmodule
`timescale 1ns/10ps
module controller(
    input clk, reset,
    input [5:0] op,
    input [5:0] funct,
    output reg alusrca, 
    output reg [1:0] alusrcb,
    output reg branch,
    output reg iord,
    output reg [3:0] irwrite,
    output reg memwrite,
    output reg memtoreg,
    output reg pcwrite,
    output reg [1:0] pcsource,
    output reg regwrite,
    output reg regdst,
    output wire [2:0] alucont
);
parameter FETCH1 = 4'b0001;       
parameter FETCH2 = 4'b0010;       
parameter FETCH3 = 4'b0011;       
parameter FETCH4 = 4'b0100;       
parameter DECODE = 4'b0101;       
parameter MEMADR = 4'b0110;       
parameter LBRD = 4'b0111;         
parameter LBWR = 4'b1000;         
parameter SBWR = 4'b1001;         
parameter RTYPEEX = 4'b1010;      
parameter RTYPEWR = 4'b1011;      
parameter BEQEX = 4'b1100;        
parameter JEX = 4'b1101;          
parameter LB = 6'b100000;         
parameter SB = 6'b101000;         
parameter RTYPE = 6'b000000;      
parameter BEQ = 6'b000010;        
parameter J = 6'b001000;          
reg [3:0] state, nextstate;
reg [1:0] aluop;
alucontrol alucontt(
    .aluop(aluop),
    .funct(funct),
    .alucont(alucont)
);
always @(posedge clk or posedge reset) begin
    if (reset) begin
        state <= FETCH1;
    end 
    else begin
        state <= nextstate;
    end
end
always @(*) begin
    nextstate = state;
    case (state)
        FETCH1: nextstate = FETCH2;
        FETCH2: nextstate = FETCH3;
        FETCH3: nextstate = FETCH4;
        FETCH4: nextstate = DECODE;
        DECODE: begin
            case (op)
                LB: nextstate = MEMADR;
                SB: nextstate = MEMADR;
                RTYPE: nextstate = RTYPEEX;
                BEQ: nextstate = BEQEX;
                J: nextstate = JEX;
                default: nextstate = FETCH1;  
            endcase
        end
        MEMADR: begin
            case (op)
                LB: nextstate = LBRD;
                SB: nextstate = SBWR;
                default: nextstate = FETCH1;  
            endcase
        end
        LBRD: nextstate = LBWR;
        LBWR: nextstate = FETCH1;
        SBWR: nextstate = FETCH1;
        RTYPEEX: nextstate = RTYPEWR;
        RTYPEWR: nextstate = FETCH1;
        BEQEX: nextstate = FETCH1;
        JEX: nextstate = FETCH1;
        default: nextstate = FETCH1;  
    endcase
end
always @(*) begin
    irwrite = 4'b0000;
    pcwrite = 1'b0;
    regwrite = 1'b0;
    regdst = 1'b0;
    memwrite = 1'b0;
    alusrca = 1'b0;
    alusrcb = 2'b00;
    aluop = 2'b00;
    pcsource = 2'b00;
    iord = 1'b0;
    memtoreg = 1'b0;
    branch = 1'b0;
    case (state)
        FETCH1: begin
            alusrca = 1'b0;
            iord = 1'b0;
            irwrite = 4'b0001;  
            alusrcb = 2'b01;
            aluop = 2'b00;
            pcwrite = 1'b1;
            pcsource = 2'b00;
        end
        FETCH2: begin
            alusrca = 1'b0;
            iord = 1'b0;
            irwrite = 4'b0010;  
            alusrcb = 2'b01;
            aluop = 2'b00;
            pcwrite = 1'b1;
            pcsource = 2'b00;
        end
        FETCH3: begin
            alusrca = 1'b0;
            iord = 1'b0;
            irwrite = 4'b0100;  
            alusrcb = 2'b01;
            aluop = 2'b00;
            pcwrite = 1'b1;
            pcsource = 2'b00;
        end
        FETCH4: begin
            alusrca = 1'b0;
            iord = 1'b0;
            irwrite = 4'b1000;  
            alusrcb = 2'b01;
            aluop = 2'b00;
            pcwrite = 1'b1;
            pcsource = 2'b00;
        end
        DECODE: begin
            alusrca = 1'b0;
            alusrcb = 2'b11;
            aluop = 2'b00;
        end
        MEMADR: begin
            alusrca = 1'b1;
            alusrcb = 2'b10;
            aluop = 2'b00;
        end
        LBRD: begin
            iord = 1'b1;
        end
        LBWR: begin
            regdst = 1'b0;
            regwrite = 1'b1;
            memtoreg = 1'b1;
        end
        SBWR: begin
            memwrite = 1'b1;
            iord = 1'b1;
        end
        RTYPEEX: begin
            alusrca = 1'b1;
            alusrcb = 2'b00;
            aluop = 2'b10;
        end
        RTYPEWR: begin
            regdst = 1'b1;
            regwrite = 1'b1;
            memtoreg = 1'b0;
        end
        BEQEX: begin
            alusrca = 1'b1;
            alusrcb = 2'b00;
            aluop = 2'b01;
            branch = 1'b1;
            pcsource = 2'b01;
        end
        JEX: begin
            pcwrite = 1'b1;
            pcsource = 2'b10;
        end
    endcase
end
endmodule
`timescale 1ns/10ps
module datapath_full_design(
    input wire clk,
    input wire reset,
    input wire pcen,
    input wire iord,
    input wire memwrite,
    input wire [3:0] irwrite,
    input wire regdst,
    input wire memtoreg,
    input wire regwrite,
    input wire alusrca,
    input wire [1:0] alusrcb,
    input wire [2:0] alucont,
    input wire [1:0] pcsource,
    output reg [5:0] op,
    output reg [5:0] funct,
    output wire zero,
    output wire [7:0] addr,
    output wire [7:0] wdata
);
    wire [7:0] pc, pcnext, memdata, data, a;
    wire [7:0] aluout, aluout_flop, aluin1, aluin2, wd, rd1, rd2;
    wire [4:0] wa;
    reg  [31:0] instr;
    wire [7:0] imm = instr[7:0];
    wire [7:0] immx4 = {instr[5:0], 2'b00};
    flop_en pc_flop(.clk(clk), .reset(reset), .en(pcen), .d(pcnext), .q(pc));
    mux2 mux2_pc(.a(pc), .b(aluout), .sel(iord), .y(addr));
    mem instr_data_mem(
        .clk(clk),
        .reset(reset),
        .memwrite(memwrite),
        .addr(addr),
        .data_in(wdata),
        .data_out(memdata)
    );
    always @(posedge clk) begin
        if (irwrite[0]) instr[7:0]   <= memdata;
        if (irwrite[1]) instr[15:8]  <= memdata;
        if (irwrite[2]) instr[23:16] <= memdata;
        if (irwrite[3]) instr[31:24] <= memdata;
    end
    flop memdata_flop(.clk(clk), .reset(reset), .d(memdata), .q(data));
    mux2 #(.DATA_WIDTH(5)) mux2_a3(
        .a(instr[20:16]), 
        .b(instr[15:11]), 
        .sel(regdst), 
        .y(wa)
    );
    mux2 mux2_w3(.a(aluout), .b(data), .sel(memtoreg), .y(wd));
    register_file regfile(
        .clk(clk),
        .reset(reset),
        .regwrite(regwrite),
        .ra1(instr[25:21]),
        .ra2(instr[20:16]),
        .wa(wa),
        .wd(wd),
        .rd1(rd1),
        .rd2(rd2)
    );
    flop rdata1_flop(.clk(clk), .reset(reset), .d(rd1), .q(a));
    flop rdata2_flop(.clk(clk), .reset(reset), .d(rd2), .q(wdata));
    mux2 mux2_a(.a(pc), .b(a), .sel(alusrca), .y(aluin1));
    mux4 mux4_b(
        .a(wdata), 
        .b(8'b00000001), 
        .c(imm), 
        .d(immx4[7:0]), 
        .sel(alusrcb), 
        .y(aluin2)
    );
    alu alu(.alucont(alucont), .a(aluin1), .b(aluin2), .aluout(aluout), .zero(zero));
    flop aluout_flopp(.clk(clk), .reset(reset), .d(aluout), .q(aluout_flop));
    mux3 mux3_pc(.a(aluout), .b(aluout_flop), .c(immx4), .sel(pcsource), .y(pcnext));
    always @(*) begin
        op    = instr[31:26];
        funct = instr[5:0];
    end
endmodule
`timescale 1ns/10ps
module flop(
    input wire clk,
    input wire reset,
    input wire [7:0] d,
    output reg [7:0] q
);
    always @(posedge clk ) begin
        if (reset)
            q <= 8'b0;
        else
            q <= d;
    end
endmodule
`timescale 1ns/10ps
module flop_en(
    input wire clk,
    input wire reset,
    input wire en,
    input wire [7:0] d,
    output reg [7:0] q
);
    always @(posedge clk) begin
        if (reset) begin
            q <= 8'b0;
        end else begin
            if (en) begin
                q <= d;
            end
        end
    end
endmodule
`timescale 1ns/10ps
module mem(
    input wire clk,
    input wire reset,           
    input wire memwrite,        
    input [7:0] addr,           
    input [7:0] data_in,        
    output reg [7:0] data_out   
);
    reg [7:0] memory [255:0];   
    integer i;
    always @(posedge clk or posedge reset) begin
        if (reset) begin
            for (i = 0; i < 256; i = i + 1) begin
                memory[i] <= 8'b0;
            end
            data_out <= 8'b0;
        end
        else if (memwrite) begin
            memory[addr] <= data_in;          
            data_out <= memory[addr];         
        end
    end
endmodule
module mini_mips_full_design(
    input clk,
    input reset,
    output memwrite,
    output [7:0] adr,
    output [7:0] writedata
);
    wire zero, branch, pcwrite, alusrca, iord, regdst, memtoreg, regwrite;
    wire [1:0] alusrcb, pcsource;
    wire [2:0] alucont;
    wire [3:0] irwrite;
    wire [5:0] op, funct;
    datapath_full_design dp (
        .clk(clk),
        .reset(reset),
        .pcen((zero & branch) | pcwrite),
        .iord(iord),
        .memwrite(memwrite),
        .irwrite(irwrite),
        .regdst(regdst),
        .memtoreg(memtoreg),
        .regwrite(regwrite),
        .alusrca(alusrca),
        .alusrcb(alusrcb),
        .alucont(alucont),
        .pcsource(pcsource),
        .op(op),
        .funct(funct),
        .zero(zero),
        .addr(adr),
        .wdata(writedata)
    );
    controller cont (
        .clk(clk),
        .reset(reset),
        .op(op),
        .funct(funct),
        .alusrca(alusrca),
        .alusrcb(alusrcb),
        .branch(branch),
        .iord(iord),
        .irwrite(irwrite),
        .memwrite(memwrite),
        .memtoreg(memtoreg),
        .pcwrite(pcwrite),
        .pcsource(pcsource),
        .regwrite(regwrite),
        .regdst(regdst),
        .alucont(alucont)
    );
endmodule
`timescale 1ns/10ps
module mux2 #(parameter DATA_WIDTH=8) (
    input wire [DATA_WIDTH-1:0] a,
    input wire [DATA_WIDTH-1:0] b,
    input wire sel,
    output reg [DATA_WIDTH-1:0] y
);
    always @(*) begin
        case (sel)
            1'b0: y <= a;
            1'b1: y <= b;
        endcase
    end
endmodule
`timescale 1ns/10ps
module mux3(
    input wire [7:0] a,
    input wire [7:0] b,
    input wire [7:0] c,
    input wire [1:0] sel,
    output reg [7:0] y
);
    always @(*) begin
        case (sel)
            2'b00: y <= a;
            2'b01: y <= b;
            2'b10: y <= c;
        endcase
    end
endmodule
`timescale 1ns/10ps
module mux4(
    input wire [7:0] a,
    input wire [7:0] b,
    input wire [7:0] c,
    input wire [7:0] d,
    input wire [1:0] sel,
    output reg [7:0] y
);
    always @(*) begin
        case (sel)
            2'b00: y <= a;
            2'b01: y <= b;
            2'b10: y <= c;
            2'b11: y <= d;
        endcase
    end
endmodule
`timescale 1ns/10ps
module register_file(
    input wire clk,
    input wire reset,               
    input wire regwrite,            
    input wire [4:0] ra1,           
    input wire [4:0] ra2,           
    input wire [4:0] wa,            
    input wire [7:0] wd,            
    output reg [7:0] rd1,          
    output reg [7:0] rd2           
);
    reg [7:0] REGS [7:0];           
    reg [7:0] rd1_next, rd2_next;   
    always @ (*) begin
        rd1_next = (ra1 == 5'b0) ? 8'b0 : REGS[ra1];
        rd2_next = (ra2 == 5'b0) ? 8'b0 : REGS[ra2];
    end
    always @(posedge clk or posedge reset) begin
        if (reset) begin
            REGS[0] <= 8'b0;
            REGS[1] <= 8'b0;
            REGS[2] <= 8'b0;
            REGS[3] <= 8'b0;
            REGS[4] <= 8'b0;
            REGS[5] <= 8'b0;
            REGS[6] <= 8'b0;
            REGS[7] <= 8'b0;
            rd1 <= 8'b0;
            rd2 <= 8'b0;
        end else begin
            if (regwrite && wa != 5'b0) begin
                REGS[wa] <= wd;
            end
            rd1 <= rd1_next;
            rd2 <= rd2_next;
        end
    end
endmodule
==> flow/run.sh <==
#!/bin/bash
# OpenROAD 26Q1-2900-gdf79404cd8, Yosys 0.63+post, stock flow scripts
make -C /OpenROAD-flow-scripts/flow DESIGN_CONFIG=/design/flow/config.mk WORK_HOME=/design/flow/orfs finish
==> flow/config.mk <==
export PLATFORM = sky130hd
export DESIGN_NAME = mini_mips_full_design
export DESIGN_NICKNAME = mini_mips_full_design
export VERILOG_FILES = /design/flow/design.v
export SDC_FILE = /design/flow/constraint.sdc
export NUM_CORES = 4
export LEC_CHECK = 1
export CORE_UTILIZATION = 40
==> flow/constraint.sdc <==
current_design mini_mips_full_design

set clk_period 16.1
set clk_io_pct 0.2

create_clock -name clk0 -period $clk_period [get_ports {clk}]

set non_clock_inputs [all_inputs -no_clocks]
set_input_delay [expr $clk_period * $clk_io_pct] -clock clk0 $non_clock_inputs
set_output_delay [expr $clk_period * $clk_io_pct] -clock clk0 [all_outputs]
==> reports/metrics.yaml <==
hold_viol_final: 0
remaining_drc_errors: 0
drtIter0Drc: 10136
p_per_area_nw_per_um2: 99.03
cts_hold_buf: 0
crit_required_ns: 12.88
crit_top_cell: "a21oi_1"
syn_area_um2: 100900
cts-resized-gates: 0
synth_cells: 8184
rsz0062_at_grt: "false"
startpoint: "cont.state[1]"
setup_tns_ns: 0
n_fill_cell: 22103
unclocked_pins: 8
wirelength_um: 608700
met2_usage: 0.6112
leakage_uw: 0.05329
clockPowerShare: 0.506
edf_count: 29
period_used_share: 0.6303
drive_above_1_share: 0.3712
setup_viol: 0
comb_power_share: 0.014
areaGrowthSynthToFinish_pct: 16.08
numCtsBuffers: 241
internal-power_uw: 8933
seq_power_share: 0.479
numPortBuffers: 18
critical_path_class: "reg2out"
top_cells_by_area: "dfrtp_1 (53%), mux2_2 (21%), a22oi_1 (3.7%)"
place_area_um2: 108500
maxCapViolations: 4
syn_area_per_cell_um2: 12.33
grt_pass1_wl_um: 797000
ff2ff_path_depth: 22
grt_pass1_vias: 81480
grt_overflow_total: 0
critPathMaxStageDelay_ns: 0.66
yosys_warnings: 14
slew_violations: 16
power.switching_uw: 2666
min_period_ns: 10.15
fin_area_um2: 117100
grt.busiest_layer: "met2"
floorplan.core_area_um2: 250900
clk_path_buf_depth: 3
tightestPinTransition_ns: 1.769
die_x_um: 504.2
ys_ff: 2217
ant_nets: 0
place.gp.congestion: 1.178
vias_per_cell: 7.019
yosys_area_um2: 100900
swShare: 0.2299
worst-path-max-fanout: 25
synth.distinct_cells: 108
critPathLaunchType: "register"
vias: 85195
crit_arrival_ns: 6.93
untimed_endpoints: 8
cts.htree.levels: 4
initial_core_util: 0.4021
grt_max_degree: 129
top_area_cell: "dfrtp_1"
fmax_ghz: 0.09854
async_reset_ff_frac: 0.9653
die_area_um2: 254300
rr_endpoint: "dp.instr_data_mem.data_out[5]"
violations: "max-capacitance violations, max-slew violations"
ff_type: "dfrtp_1"
skew_ns: 0.07621
critPathCapture: "adr[6]"
track_usage: 0.4996
antenna_found_initial: 90
cp_cell_sequence: "ha_1 -> a21oi_1 -> o31ai_1 -> and4_1 -> a21oi_1 -> fa_1 -> nand2b_1 -> a211oi_1 -> nor3_1 -> or3b_2 -> a221o_4 -> inv_2 -> buf_4 -> clkdlybuf4s50_1"
firstDrtPassIters: 9
warnings: 49
die_h_um: 504.2
cts-root-buf: "clkbuf_16"
critPathSlowestCell: "ha_1"
hold_class: "reg2reg"
ir_drop_uv: 118.2
grt_use_met1: 0.5707
cts.clk_slew.worst_paths_ns: 0.06
dp_hpwl_um: 417000
cts_setup_buffers: 0
cp-end-kind: "output port"
cts_tree: "built"
yosys.area.top_type_share: 0.5305
rows: 184
r2r-start: "cont.state[1]"
ios: 19
post_drt_wl_per_cell_um: 50.14
clock_latency_ns: 0.97
use_met3: 0.3677
ys_cells: 8184
max_slew_margin: -0.1804
rrSetupSlack_ns: 6.31
status: "complete, but fails checks"
## cells in the final DEF (no fill, tap or decap), types with 33 or more instances in the layout
cell / count
dfrtp_1: 2139
mux2_2: 1925
buf_4: 649
a22oi_1: 491
nand2_1: 453
nor2_1: 318
nand3_1: 267
o21ai_0: 262
clkbuf_16: 241
a21oi_1: 201
diode_2: 124
nand4_1: 103
o22ai_1: 87
a22o_1: 85
a32oi_1: 80
nor2_2: 74
nor3_1: 61
clkbuf_8: 61
mux2i_1: 60
a222oi_1: 55
nor4_1: 53
clkinv_2: 53
clkbuf_1: 46
o211ai_1: 41
and3_1: 39
a31oi_1: 33
nor2b_1: 33
## cell families (layout without fill, tap and decap cells)
kind of cell	Yosys count	in the layout	synth area share
adder cells (fa/ha/maj)	18	18	0.002282
other	0	124	0
buffers and inverters	686	1168	0.02748
AND/OR/NAND/NOR	1566	1566	0.07561
XOR/XNOR	11	11	0.001091
flip-flops	2209	2209	0.5473
latches	8	8	0.001190
multiplexers	2000	2000	0.2241
AND-OR/OR-AND	1686	1686	0.1209
## sequential cells by signal (all words and copies together), names as in the netlist
name and flops:
cont.state 4, dp.aluout_flopp.q 8, dp.instr 29, dp.instr_data_mem.data_out 8
dp.instr_data_mem.memory 2048, dp.memdata_flop.q 8, dp.mux3_pc.y 8, dp.pc_flop.q 8
dp.rdata1_flop.q 8, dp.rdata2_flop.q 8, dp.regfile.REGS 64, dp.regfile.rd1 8
dp.regfile.rd2 8
## cell usage after synthesis (all sizes together), types with 33 or more instances
master,n
mux2,1925
a22o,87
o21ai,272
dfxtp,40
clkbuf,441
a32oi,80
nor4,59
a31oi,37
nor2b,33
a21oi,210
buf,209
a22oi,493
a211oi,38
nand3,274
nor2,405
dfrtp,2139
nor3,76
o211ai,44
nand4,103
inv,35
and3,43
a222oi,55
o22ai,89
mux2i,60
nand2,460
## worst max-delay path: cells and delay by family (launching register included)
kind | cells | cell delay, ns
AOI/OAI and AO/OA | 5 | 1.72
DFF | 1 | 0.58
and+or+nand+nor | 4 | 1.16
adders and majority gates | 2 | 1.14
buffers and inverters | 3 | 1.30
## per-layer routing
layer  vias up  part of all wire  routed length, µm
met2      7148              0.38             231900
met5         -            0.0071               4343
li1      31477                 -                  -
met4        92              0.11              64130
met3      2373              0.17             105500
met1     44105              0.33             202700
## worst min-delay path by stage
stage	end	slack [ns]	cells after the start	start
CTS	dp.rdata2_flop.q[5]	0.46	1	dp.regfile.rd2[5]
global route	dp.rdata2_flop.q[5]	0.49	1	dp.regfile.rd2[5]
finish	dp.rdata2_flop.q[6]	0.45	1	dp.regfile.rd2[6]
## per-stage QoR
stage               power (µW)    util  setup WS (ns)  std cells  hold slack [ns]
finish                   11600  0.4667          5.952      12138           0.4500
global route             11840  0.4660          5.815      12067           0.4864
CTS                      11610  0.4655          6.039      12014           0.4570
detailed placement        5830  0.4322          6.817      11568           0.4373
global placement          5829  0.4321          6.724      11567           0.4341
floorplan                 5781       -         -21.20       8184           0.4290
## power by group through the flow
stage / Sequential (µW) / Clock, µW / Combinational [µW]
4_1_cts: 5560 / 5880 / 168
5_1_grt: 5560 / 6100 / 182
6_report: 5560 / 5870 / 167
## area by class of cell
class                      instances  area, µm²  area share
timing repair buffer             686       5424     0.04631
inverter                          36      140.1    0.001196
multi-input combinational       5281      43340      0.3700
clock buffer                     348       7043     0.06013
antenna                          124      310.3    0.002649
tap                             3348       4189     0.03577
sequential                      2217      55370      0.4728
clock inverter                    98       1308     0.01116
Power and IR drop assume default switching activity.
